==> design/flow/design.v <==
module Register_Forward(f_Da, f_Db, Da, Db, Aa, Ab, EX_Result, EX_id, EX_enable, MEM_Result, MEM_id, MEM_enable);
	output logic [63:0] f_Da, f_Db;
	input logic [63:0] Da, Db, EX_Result, MEM_Result;
	input logic [4:0] Aa, Ab, EX_id, MEM_id;
	input logic EX_enable, MEM_enable;
	always_comb begin
		if (Aa == 5'd31)
			f_Da = Da;
		else if ((Aa == EX_id) & EX_enable)
			f_Da = EX_Result;
		else if ((Aa == MEM_id) & MEM_enable)
			f_Da = MEM_Result;
		else
			f_Da = Da;
		if (Ab == 5'd31)
			f_Db = Db;
		else if ((Ab == EX_id) & EX_enable)
			f_Db = EX_Result;
		else if ((Ab == MEM_id) & MEM_enable)
			f_Db = MEM_Result;
		else
			f_Db = Db;
	end
endmodule
==> design/flow/run.sh <==
#!/bin/bash
# OpenROAD 26Q1-2900-gdf79404cd8, Yosys 0.63+post, stock flow scripts
make -C /OpenROAD-flow-scripts/flow DESIGN_CONFIG=/design/flow/config.mk WORK_HOME=/design/flow/orfs finish
==> design/flow/config.mk <==
export PLATFORM = sky130hd
export DESIGN_NAME = Register_Forward
export DESIGN_NICKNAME = Register_Forward
export VERILOG_FILES = /design/flow/design.v
export SDC_FILE = /design/flow/constraint.sdc
export NUM_CORES = 4
export LEC_CHECK = 1
export CORE_AREA = 10 10 177 177
export DIE_AREA = 0 0 187 187
==> design/flow/constraint.sdc <==
current_design Register_Forward

set clk_period 21.6
set clk_io_pct 0.2

create_clock -name clk0 -period $clk_period

set non_clock_inputs [all_inputs -no_clocks]
set_input_delay [expr $clk_period * $clk_io_pct] -clock clk0 $non_clock_inputs
set_output_delay [expr $clk_period * $clk_io_pct] -clock clk0 [all_outputs]
==> impl_metrics.ini <==
; generated from flow reports
[layout]
fin_area_um2 = 7710
nClkBuffers = 0
ff_latch_area_um2 = 0
drive_above_1_share_pct = 19.9
area_growth_pct = 119
fillers = 2901
final_cells = 1092
flops = 0

[worst_setup_path]
critical_path_required_ns = 17.28
crit_start = Ab[3]
worstSetupPathType = in2out
worst-path-max-fanout = 35
cp-end-kind = primary output
arrival_ns = 8.01
start_kind = input port

[cts]
cts_hold_buf = 0
cts_resized = 0
postCtsSetupBuffers = 0

[final_timing]
finalSetupViolCount = 0
setup_tns_ns = 0
tightest_slew_ns = 0.770
fin_crit_ns = 12.33
period_used_pct = 57.1
timing.final.ws_setup_ns = 9.27
maxSlewHeadroom_pct = 48.6
rsz0062_at_grt = false
final_max_slew_viol_count = 0
fmax_mhz = 81.1
hold_violations = 0

[detailed_routing]
routed_wl_mm = 24.4
num_vias = 4897
avgViaCountPerCell = 4.48
post_drt_wl_per_cell_um = 22.3
drc = 0
ant_nets = 0
drt-initial-drc-count = 199
dr.pass1.iters = 4

[placed_design]
place_hpwl_mm = 19.6
place.gp.congestion = 0.904
preCtsSetupSlack_ns = 9.30
post_dp_cell_area_um2 = 7710
portBuffers = 406
dp.cells = 1091

[synthesis]
ys_top_cells_by_count = o22ai_1, a2bb2oi_2, buf_2
ys_area_um2 = 3520
synthDistinctLibCells = 20
avgSynthCellArea_um2 = 10.1
synth_area_um2 = 3520
syn_inst = 349
area_leaders = a2bb2oi_2, o22ai_1, buf_12, buf_2, buf_6
yosysWarnings = 1
postSynthSeqShare_pct = 0
synth_top_area_share_pct = 51.2
yosysTopAreaCell = a2bb2oi_2
ys_cells = 349
most_common_cell = o22ai_1

[run_status]
outcome = complete, no violations

[hold_path]
hold_start = Da[62]
whs_path_depth = 3
hp-class = in2out

[power]
intPower_w = 0.000102
leakage_nw = 2.55
netSwitchingPower_w = 0.0000411
p_sw_share_pct = 28.7
pwr-share-comb_pct = 100.0
clockPowerShare_pct = 0
ir_drop_mv = 0.00565
power_density_nw_per_um2 = 18.6
seqPwrFrac_pct = 0

[global_routing]
grt_pass1_vias = 5160
grt_max_degree = 36
grt_pass1_wl_mm = 35.4
antenna_found_initial = 2
overflow = 0
grt_usage_pct = 13.0

[die]
rows = 61
die_x_um = 187
core_um2 = 27600
fp_util_pct = 12.7
chipHeight_um = 187
io_pins = 406
chip_area_um2 = 35000

[flow_run]
tool_warnings = 32
cap_viol_max_count = 0
==> worst max-delay path, stage by stage <==
cell and delay [ns]:
clkdlybuf4s50_1 0.59, xnor2_1 0.14, nand4_1 0.19, or3_2 0.81
buf_4 0.42, a21boi_4 0.19, buf_4 0.49, a2bb2oi_2 0.22
clkdlybuf4s50_1 0.49
==> kinds of logic after synthesis <==
family	share of synthesized area, %
buffers and inverters	13.8
AND-OR/OR-AND	78.1
AND/OR/NAND/NOR	3.13
XOR/XNOR	4.97
==> area by class of cell <==
class,count,area [um2],area share (%)
antenna,1,2.50,0.0325
tap,378,473,6.13
timing repair buffer,418,4150,53.9
inverter,1,3.75,0.0487
multi-input combinational,294,3080,39.9
==> final timing paths <==
kind,endpoint,slack [ns]
setup / recovery,f_Db[24],9.27
hold / removal,f_Da[62],9.58
==> through the flow <==
stage               hold WS, ns  total power, W  utilization (%)
finish                     9.58        0.000143             27.9
CTS                        9.58        0.000145             27.9
global placement           9.58        0.000144             27.9
floorplan                  8.72       0.0000437                -
global route               9.61        0.000152             27.9
detailed placement         9.58        0.000144             27.9
==> power groups by stage <==
| stage | Clock [W] | Combinational [W] | Sequential [W] |
|---|---|---|---|
| final | 0.00000000000619 | 0.000143 | 0 |
| after global routing | 0 | 0.000152 | 0 |
| after CTS | 0 | 0.000145 | 0 |
==> cell usage in the layout, fill, tap and decap left out, drive strengths merged <==
cell type	n
nand2	2
inv	1
nor4	2
diode	1
xnor2	10
buf	12
a2bb2oi	126
or3	2
o22ai	128
o2bb2a	2
nand4	2
xor2	10
o311ai	2
a21boi	2
and2	2
and3	2
nand3	2
clkdlybuf4s50	406
==> layer usage <==
layer	up-vias	wire length, um	part of all wire, %	track usage [%]
met5	-	13	0.053	0
met2	274	12500	51	23.3
met3	24	2260	9.3	4.26
li1	2269	-	-	-
met4	2	361	1.5	1.71
met1	2328	9270	38	15.1
Power is estimated from default activity; no workload was simulated.
