==> /design/flow/design.v <==
`timescale 1ns/10ps
module mux2_1(out, in0, in1, select);
	input logic in0, in1, select;
	output logic out;
	logic s_bar, w1, w2;
	not #50 not1(s_bar, select);
	and #50 and1(w1, s_bar, in0);
	and #50 and2(w2, select, in1);
	or #50 or1(out, w1, w2);
endmodule
module mux2_1_testbench();
		logic in0, in1, select;
		logic out;
		mux2_1 dut (.out, .in0, .in1, .select);
		initial begin
				select=0; in0=0; in1=0; #1000;
				select=0; in0=0; in1=1; #1000;
				select=0; in0=1; in1=0; #1000;
				select=0; in0=1; in1=1; #1000;
				select=1; in0=0; in1=0; #1000;
				select=1; in0=0; in1=1; #1000;
				select=1; in0=1; in1=0; #1000;
				select=1; in0=1; in1=1; #1000;
		end
endmodule
module mux4_1(out, in, select);
	input logic [3:0] in;
	input logic [1:0] select;
	output logic out;
	logic w1, w2;
	mux2_1 mux0 (w1, in[0], in[1], select[0]);
	mux2_1 mux1 (w2, in[2], in[3], select[0]);
	mux2_1 mux2 (out, w1, w2, select[1]);
endmodule
`timescale 1ns/10ps
module ALU_1(A, B, C_in, sub, cntrl, C_out, S);
	input logic A, B, C_in, sub;
	input logic [2:0] cntrl;
	output logic C_out, S;
	logic [7:0] outs;
	assign outs[0] = B;
	and #50 and1(outs[4], A, B);
	or #50 or1(outs[5], A, B);
	xor #50 xor1(outs[6], A, B);
	fulladdsub_1 fas1({A, B}, sub, C_in, C_out, outs[2]);
	assign outs[3] = outs[2];
	assign outs[1] = 1'b0;
	assign outs[7] = 1'b0;
	mux8_1 mux1(S, outs, cntrl);
endmodule
`timescale 1ns/10ps
module alu(A, B, cntrl, result, negative, zero, overflow, carry_out);
	input logic [63:0] A, B;
	input logic [2:0] cntrl;
	output logic [63:0] result;
	output logic negative, zero, overflow, carry_out;
	logic zeroBar;
	logic subtract;
	logic [63:0] carries_out;
	genvar i;
	ALU_1 firstALU (.A(A[0]), .B(B[0]), .C_in(subtract), .sub(subtract), .cntrl, .C_out(carries_out[0]), .S(result[0]));
	generate
		for (i = 1; i < 64; i++) begin : ALUs
			ALU_1 ALU1bit (.A(A[i]), .B(B[i]), .C_in(carries_out[i - 1]), .sub(subtract), .cntrl, .C_out(carries_out[i]), .S(result[i]));
		end
	endgenerate
	and #50 subSignal (subtract, cntrl[1], cntrl[0]);
	assign carry_out = carries_out[63];
	assign negative = result[63];	
	xor #50 ovrflwSignal (overflow, carries_out[63], carries_out[62]);
	or_64 zeroSignalBar (result, zeroBar);
	not #50 zeroSignal (zero, zeroBar);
endmodule
module alu_testbench();
	logic [63:0] A, B;
	logic [2:0] cntrl;
	logic [63:0] result;
	logic negative, zero, overflow, carry_out;
	alu dut (.A, .B, .cntrl, .result, .negative, .zero, .overflow, .carry_out);
	initial begin
		A = 64'b0110110100110110110101110100110001101010111110100000110110110100;
		B = 64'b0;
		cntrl = 3'b000; #5000;
		B = 64'b1111000101010010101010101001000110110101011101010101101101010101; #5000;
		B = 64'b0111000101010010101010101001000110110101011101010101101101010101;
		cntrl = 3'b010; #5000;
		B = 64'b0001000101010010101010101001000110110101011101010101101101010101; #5000;
		cntrl = 3'b011; #5000;
		cntrl = 3'b100; #5000;
		cntrl = 3'b101; #5000;
		cntrl = 3'b110; #5000;
	end
endmodule
`timescale 1ns/10ps
module fulladder_1(in, C_in, C_out, S);
	input logic C_in;
	input logic [1:0] in;
	output logic C_out, S;
	logic w1, w2, w3;
	xor #50 xor1(w1, in[0], in[1]);
	xor #50 xor2(S, C_in, w1);
	and #50 and1(w2, C_in, w1);
	and #50 and2(w3, in[0], in[1]);
	or #50 or1(C_out, w2, w3);
endmodule
`timescale 1ns/10ps
module fulladdsub_1(in, sub, C_in, C_out, S);
	input logic sub, C_in;
	input logic [1:0] in;
	output logic C_out, S;
	logic in0_bar, w0;
	not #50 not1(in0_bar, in[0]);
	mux2_1 mux1(w0, in[0], in0_bar, sub);
	fulladder_1 fa1({in[1], w0}, C_in, C_out, S);
endmodule
module mux8_1(out, in, select);
	input logic [7:0] in;
	input logic [2:0] select;
	output logic out;
	logic w1, w2;
	mux4_1 mux0 (w1, in[3:0], select[1:0]);
	mux4_1 mux1 (w2, in[7:4], select[1:0]);
	mux2_1 mux2 (out, w1, w2, select[2]);
endmodule
`timescale 1ns/10ps
module or_64(in, out);
  input logic [63:0] in;
  output logic out;
  logic [31:0] layer1out;
  logic [15:0] layer2out;
  logic [7:0] layer3out;
  logic [3:0] layer4out;
  logic [1:0] layer5out;
  genvar i;
  generate
    for (i=0; i < 32; i++) begin : first_layer
      or #50 or1Gates(layer1out[i], in[i*2], in[i*2+1]);
    end
    for (i=0; i < 16; i++) begin : second_layer
      or #50 or2Gates(layer2out[i], layer1out[i*2], layer1out[i*2+1]);
    end
    for (i=0; i < 8; i++) begin : third_layer
      or #50 or3Gates(layer3out[i], layer2out[i*2], layer2out[i*2+1]);
    end
    for (i=0; i < 4; i++) begin : fourth_layer
      or #50 or4Gates(layer4out[i], layer3out[i*2], layer3out[i*2+1]);
    end
    for (i=0; i < 2; i++) begin : fifth_layer
      or #50 or5Gates(layer5out[i], layer4out[i*2], layer4out[i*2+1]);
    end
  endgenerate
  or #50 lastOr(out, layer5out[0], layer5out[1]);
endmodule
==> /design/flow/run.sh <==
#!/bin/bash
# OpenROAD 26Q1-2900-gdf79404cd8, Yosys 0.63+post, stock flow scripts
make -C /OpenROAD-flow-scripts/flow DESIGN_CONFIG=/design/flow/config.mk WORK_HOME=/design/flow/orfs finish
==> /design/flow/config.mk <==
export PLATFORM = sky130hd
export DESIGN_NAME = alu
export DESIGN_NICKNAME = alu
export VERILOG_FILES = /design/flow/design.v
export SDC_FILE = /design/flow/constraint.sdc
export NUM_CORES = 4
export LEC_CHECK = 1
export CORE_UTILIZATION = 30
==> /design/flow/constraint.sdc <==
current_design alu

set clk_period 49.6
set clk_io_pct 0.2

create_clock -name clk0 -period $clk_period

set non_clock_inputs [all_inputs -no_clocks]
set_input_delay [expr $clk_period * $clk_io_pct] -clock clk0 $non_clock_inputs
set_output_delay [expr $clk_period * $clk_io_pct] -clock clk0 [all_outputs]
==> impl_metrics.toml <==
# implementation run metrics
[placement]
placed_cells_incl_taps = 1242
dp_worst_setup_slack_ps = -512
gpl.final_weighted_congestion = 0.844
placement.cell_area_um2 = 8960
detailed_place_hpwl_um = 16700
port_buffers = 199

[finish]
postLayoutCellArea_um2 = 9030
share_of_the_core_filled_with_cells_in_the_final_layout = 0.382
ff_count = 0
area.sequential_um2 = 0
area_delta_synth_final_pct = 24.4
n_clock_buffer = 0
num-fill-cells = 2341
final_layout_size_suffix_gt1_frac = 0.0661
finalNonFillerCells = 1242

[die]
die_y_um = 158
core_region_area_um2 = 23600
top_level_ports = 199
num_rows = 56
floorplan.initialDensity = 0.307
floorplan.die.width_um = 158
die-area_um2 = 24800

[setup_path]
kind_of_end_point_of_the_critical_path = "output pin"
critPathArrivalTime_ps = 38470
crit_type = "in2out"
critPathMostFrequentCell = "sky130_fd_sc_hd__fa_1"
critPathLaunchType = "input port"
timing.critical_path.fanout_max = 3
critical_path.max_stage_delay_ps = 580
worstPathRequired_ps = 39680
critical_path_cell_with_the_highest_stage_delay = "sky130_fd_sc_hd__or4_4"

[route]
antenna_cells = 0
routedWlPerCell_um = 17.0
route.layer.met1.wl_um = 9970
via_count = 6138
drc = 0
detailedRoute.firstIterationViolations = 305
route.detailed.vias_per_inst = 4.94
totalWireLength_um = 21100
dr.pass1.iters = 4
met3WireLength_um = 1420
top_layer = "met5"
dr_wl_met2_um = 9530
postRouteAntennaNets = 0

[timing]
timing.fmax_mhz = 20.7
worst-slew-pin-transition_ps = 825
period_minus_slack_ps = 48390
worst_slew_margin_rel = 0.450
timing.final.max_slew_violations = 0
fin_tns_setup_ps = 0
finalWorstSetupSlack_ps = 1210
grt_setup_unrepaired = "no"
setup_viol = 0
hold_viol = 0
finalCritPeriodShare = 0.976

[yosys]
yosysSeqAreaShare = 0
synth_cells = 829
ys_top_cells_by_area = "sky130_fd_sc_hd__ha_1, sky130_fd_sc_hd__fa_1, sky130_fd_sc_hd__mux2i_1, sky130_fd_sc_hd__xnor2_1, sky130_fd_sc_hd__buf_4"
synth.lib_cells_used.distinct = 40
post_synth.cell_area_avg_um2 = 8.76
post_synth_most_frequent_cells = "sky130_fd_sc_hd__inv_1, sky130_fd_sc_hd__ha_1, sky130_fd_sc_hd__buf_4"
synthesized_chip_area_reported_by_yosys_um2 = 7260
post_synth_instance_area_um2 = 7260
synth-warning-count = 0
synth_area_leader_cell = "sky130_fd_sc_hd__ha_1"
synthDominantCellAreaShare = 0.221
synthMostInstantiatedCell = "sky130_fd_sc_hd__inv_1"
yosys-stat-cells = 829

[hold_path]
worstHoldPathType = "in2out"

[pwr]
worst_ir_drop_vdd_mv = 0.00773
power_leakage_nw = 4.04
power.density_cell_area_nw_per_um2 = 11.2

[status]
status = "completed"

[global_route]
first_global_vias = 5995
leftover_overflow_at_the_end_of_global_routing = 0
antenna_found_initial = 1
grt_pass1_wl_um = 33200
grtUsageTotal = 0.176
grt_max_degree = 68

[run]
cap_viol_max_count = 0
openroad.warnings = 96

[clocking]
cts_post_setup_buffers_inserted = 0
cts_hold_repair.buffers = 0
worst paths after layout:
path | startpoint | endpoint | slack (ps) | cells after the start
worst max-delay path | B[0] | zero | 1210 | 73
worst min-delay path | cntrl[1] | result[38] | 20830 | 5
layout by cell type (no fill, tap or decap), drive strengths merged, types with 10 or more instances in the layout:
master           n
clkdlybuf4s50  196
o21ai           12
mux2i           64
o22a            15
fa              63
xnor2           64
o221ai          38
inv            132
buf             18
ha             128
a221o           27
nand2           15
o221a           10
a221oi          15
and2            36
a22oi           17
a21oi           43
kinds of logic after synthesis:
kind of cell | count (synthesis) | synth area share
compound gates | 185 | 0.200
buf+inv | 252 | 0.180
xor+xnor | 64 | 0.0772
fa+ha+maj | 191 | 0.394
mux | 64 | 0.0882
simple gates | 73 | 0.0595
cell type report:
class	count	area [µm²]	area share
multi-input combinational	577	6040	0.669
tap	319	399	0.0442
inverter	132	495	0.0549
timing repair buffer	214	2100	0.232
per-stage QoR:
step / power (mW) / hold slack (ps)
finish: 0.101 / 20830
global route: 0.114 / 20870
CTS: 0.102 / 20830
detailed placement: 0.100 / 20820
global placement: 0.0999 / 20830
floorplan: 0.0637 / 20000
critical path, delay by kind of cell:
family                     cells  cell delay, ps
adders and majority gates     63           25860
buffers and inverters          4            1180
and+or+nand+nor                3            1020
AOI/OAI and AO/OA              3             450
per-layer routing:
layer	vias up	track usage
met4	2	0.0106
met1	2929	0.262
li1	3002	-
met3	10	0.0283
met5	-	0
met2	195	0.282
power by group:
group | internal (mW) | switching, mW | total [mW] | leakage [nW]
logic | 0.0545 | 0.0463 | 0.101 | 4.04
registers | 0 | 0 | 0 | 0
clock network | 0 | 0 | 0 | 0
total | 0.0545 | 0.0463 | 0.101 | 4.04
repair_timing:
item | CTS | global route
setup endpoints to repair | 1 | 3
pin swaps | 1 | 3
gates resized | 9 | 18
Power is estimated from default activity; no workload was simulated.
