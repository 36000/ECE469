===== flow/config.mk =====
export PLATFORM = sky130hd
export DESIGN_NAME = mux64x2_1
export DESIGN_NICKNAME = mux64x2_1
export VERILOG_FILES = /design/flow/design.v
export SDC_FILE = /design/flow/constraint.sdc
export NUM_CORES = 4
export LEC_CHECK = 1
export CORE_AREA = 10 10 83 83
export DIE_AREA = 0 0 93 93

===== flow/run.sh =====
#!/bin/bash
# OpenROAD 26Q1-2900-gdf79404cd8, Yosys 0.63+post, stock flow scripts
make -C /OpenROAD-flow-scripts/flow DESIGN_CONFIG=/design/flow/config.mk WORK_HOME=/design/flow/orfs finish

===== flow/design.v =====
`timescale 1ns/10ps
module mux2_1(out, in0, in1, select);
	input logic in0, in1, select;
	output logic out;
	logic s_bar, w1, w2;
	not #50 not1(s_bar, select);
	and #50 and1(w1, s_bar, in0);
	and #50 and2(w2, select, in1);
	or #50 or1(out, w1, w2);
endmodule
module mux2_1_testbench();
		logic in0, in1, select;
		logic out;
		mux2_1 dut (.out, .in0, .in1, .select);
		initial begin
				select=0; in0=0; in1=0; #1000;
				select=0; in0=0; in1=1; #1000;
				select=0; in0=1; in1=0; #1000;
				select=0; in0=1; in1=1; #1000;
				select=1; in0=0; in1=0; #1000;
				select=1; in0=0; in1=1; #1000;
				select=1; in0=1; in1=0; #1000;
				select=1; in0=1; in1=1; #1000;
		end
endmodule
module mux64x2_1 (out, in0, in1, select);
output logic [63:0] out;
input logic [63:0] in0, in1;
input logic select;
genvar i;
generate
	for(i=0; i<64; i++) begin : muxs
		mux2_1 muxx (out[i], in0[i], in1[i], select);
	end
endgenerate
endmodule

===== flow/constraint.sdc =====
current_design mux64x2_1

set clk_period 1.0
set clk_io_pct 0.2

create_clock -name clk0 -period $clk_period

set non_clock_inputs [all_inputs -no_clocks]
set_input_delay [expr $clk_period * $clk_io_pct] -clock clk0 $non_clock_inputs
set_output_delay [expr $clk_period * $clk_io_pct] -clock clk0 [all_outputs]

==> summary.txt <==
yosys + openroad results -> Setup TNS=-5670 ps, share of layout cells above drive strength 1=0.526, unrepaired setup endpoints after global routing=true, initial antenna violation count=0, most numerous cell on the critical path=buf_16, hold crit path type=input pin to output pin, fp util=0.303, final hold viol count=0, Area Growth Syn to Fin=97.2%, Static Leakage=1.69 nW, Final Worst Setup Slack=-183 ps, CP Launch Type=input pin, maximum clock frequency=845 MHz, placed inst area=3070 µm², Design Power=0.00123 W, Cells after DPL=334, Syn Area/Cell=11.5 µm², die height=93 µm, gr ovfl total=0, Unique cell types=5, Avg Vias per Cell=4.08, register area share after synthesis=0, Worst Path Arrival=980 ps, Crit path required time=800 ps, OpenROAD warning count=36, DRC viols=0, ys cells=135, IO buf count=193, Starting DRT DRC Count=9, vias in the first global route=1552, Setup Slack @ Placement=-535 ps, die width=93 µm, area leader, netlist=mux2_4, fin. max-slew vios=0, min Tclk post-route=1180 ps, Commonest cells post-synth=64 x buf_4, 60 x mux2_4, 6 x buf_12, crit-path max FO=5, Post-CTS Hold Fix Bufs=0, core footprint=5140 µm², Cell area leaders=mux2_4 58%, buf_4 31%, buf_12 7.7%, mux2_2 2.9%, buf_6 0.72%, Worst Setup End Kind=output pin, Ports=193, critical path, cell by cell=buf_16 -> buf_16 -> buf_12 -> mux2_4 -> buf_2, YS chip area=1560 µm², chip area=8650 µm², Synth Warn #=0, slowest stage delay, CP=280 ps, WL final=6.49 mm, Routed Antenna Nets=0, routing usage on met1=0.141, fin crit share=1.18, FP Rows=26, clock buffers=0, max_slew headroom=0.920, Synth top cell by count=buf_4, total track usage=0.138, Ant. Diodes=0, final setup vio count=64, pwr dens=401 nW/µm², total of max-cap violations=0, first-pass GRT wire length=9.47 mm, vias=1387, fin area=3070 µm², met2 Use GR=0.241, drt wl/cell=19.1 µm, HPWL Detailed=5.87 mm, non-filler instance count after layout=340, crit path capture=out[26], Worst VDD drop=0.191 mV, GPL Wtd Cong=0.829, Synth top area share=0.578, flop count=0, global route hottest layer=met2, Syn Std Cell Area=1560 µm², M3 GR Usage=0.0969, largest net degree at the start of global routing=16, Crit Path Category=input pin to output pin, FILL cells=478, CP max-delay cell=mux2_4, failing checks=negative setup slack, First-pass DRT Iterations=2, CP startpoint=select, status=finished, violations left, register area=0 µm², Worst Max-Slew Pin Slew=120 ps, Synth Instances=135
[how the worst min path moves through the flow]
stage / startpoint / end / slack, ps / cells past startpoint
after CTS: in1[2] / out[2] / 800 / 3
after global routing: in1[62] / out[62] / 720 / 3
final: in0[62] / out[62] / 710 / 3
[routing by layer]
| layer | up-vias | part of all wire | wire length (µm) |
|---|---|---|---|
| li1 | 670 | - | - |
| met1 | 596 | 0.33 | 2170 |
| met2 | 121 | 0.48 | 3090 |
| met3 | 0 | 0.19 | 1240 |
| met4 | 0 | 0 | 0 |
| met5 | - | 0 | 0 |
[placed cells by master, fill, tap and decap left out]
cell / count
buf_4: 1
dlygate4sd2_1: 119
buf_12: 5
buf_6: 52
buf_2: 16
clkdlybuf4s50_1: 6
dlymetal6s2s_1: 3
buf_16: 4
mux2_4: 64
[cell type report]
type               count  area, µm²  area share
repair buffers       206       2020       0.659
multi-input cells     64        961       0.313
well taps             70       87.6      0.0285
[metrics by stage]
step | hold slack [ps] | util
2_1_floorplan | 590 | -
3_3_place_gp | 1340 | 0.596
3_5_place_dp | 1340 | 0.596
4_1_cts | 799 | 0.589
5_1_grt | 723 | 0.598
6_report | 705 | 0.598
[what timing repair did]
action                     in CTS  in global routing
gates cloned                    3                  0
buffers inserted                3                  0
setup endpoints to repair      64                 64
resized                       379                  9
[worst max-delay path: cells and delay by family]
family / cells / cell delay [ps]
multiplexers: 1 / 280
buffers and inverters: 4 / 490
[report_power, final]
| part | total, W | internal [W] | switching (W) |
|---|---|---|---|
| Sequential | 0 | 0 | 0 |
| Combinational | 0.00123 | 0.000953 | 0.000280 |
| Clock | 0 | 0 | 0 |
| Total | 0.00123 | 0.000953 | 0.000280 |
[cells by family (layout without fill, tap and decap cells)]
logic type | count (synthesis) | count (layout) | share of synthesized area
muxes | 64 | 64 | 0.607
buffers and inverters | 71 | 206 | 0.393
Power figures rest on the tool's default switching activity, not on a simulated workload.
